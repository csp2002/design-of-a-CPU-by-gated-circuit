===== flow/config.mk =====
export PLATFORM = sky130hd
export DESIGN_NAME = Branch_PCSrc
export DESIGN_NICKNAME = Branch_PCSrc
export VERILOG_FILES = /design/flow/design.v
export SDC_FILE = /design/flow/constraint.sdc
export NUM_CORES = 4
export LEC_CHECK = 1
export CORE_AREA = 10 10 84 84
export DIE_AREA = 0 0 94 94

===== flow/constraint.sdc =====
current_design Branch_PCSrc

set clk_period 15.0
set clk_io_pct 0.2

create_clock -name clk0 -period $clk_period

set non_clock_inputs [all_inputs -no_clocks]
set_input_delay [expr $clk_period * $clk_io_pct] -clock clk0 $non_clock_inputs
set_output_delay [expr $clk_period * $clk_io_pct] -clock clk0 [all_outputs]

===== flow/design.v =====
`timescale 1ns / 1ps
module Branch_PCSrc(
input wire [31:0] EX_PCjia4,
input wire [31:0] imm,
output wire [31:0] Branch_PC 
    );
    assign Branch_PC=EX_PCjia4+imm<<2;
endmodule

===== flow/run.sh =====
#!/bin/bash
# OpenROAD 26Q1-2900-gdf79404cd8, Yosys 0.63+post, stock flow scripts
make -C /OpenROAD-flow-scripts/flow DESIGN_CONFIG=/design/flow/config.mk WORK_HOME=/design/flow/orfs finish

==> Changelog: implementation <==
## Implementation

- Yosys stat area: 0.00177 mm^2
- Cell area leaders: ha_1, xnor2_1, a21oi_1
- GR Layer Usage met1: 0.165
- Post-synth top cells: ha_1, a21oi_1, nand2_1, xnor2_1
- Min Tclk post-route: 9.07 ns
- Setup crit start kind: primary input
- Crit end category: output port
- Placed cells: between 300 and 400
- Max capacitance violation total: 0
- Synth Cell Area: 0.00177 mm^2
- # IOs: between 90 and 100
- Vias in the first global route: around 2000
- Final WL: around 5500 um
- Routed Antenna Nets: 0
- Final setup violation count: 0
- Cell Pwr Density: 46.2 mW/mm^2
- Kind of critical path: primary input to output port
- FP Core Util: 0.340
- Fin. max-slew vios: 0
- Post-Syn Instances: 238
- Worst Path Buf+Inv: 3
- Worst path most repeated cell: clkdlybuf4s50_1
- CP max FO: 4
- Area leader, netlist: ha_1
- # Cells Yosys: 238
- Number of clock buffers in the layout: 0
- FP Rows: 26
- Leak Pwr: 0.00112 uW
- Initial antenna violation count: 0
- First-pass GRT wire length: between 9000 and 10000 um
- Share of layout cells above drive strength 1: 0.0571
- Post-CTS Hold Fix Bufs: 0
- CP Cell Sequence: clkdlybuf4s50_1 > ha_1 > inv_1 > fa_1 > nor2b_1 > o2111ai_1 > and3_4 > o311ai_4 > a31oi_1 > o21ai_1 > xor2_1 > clkdlybuf4s50_1
- CTS resizes: 0
- Die width: 94 um
- Logic pwr share: 1.000
- GR peak layer: met2
- Layout area overhead: 51.7%
- Sequential fraction of design power: 0
- Tot Pwr: 124 uW
- Core ar.: 0.00520 mm^2
- Status: complete, no violations
- Grt met3 use: 0.0283
- IR Drop Worst-Case VDD: 0.0180 mV
- Pin count of the biggest net entering global routing: 10
- Syn_area_per_cell: about 7.4 um^2
- Post-route clock period utilization: 0.605
- Height of the die: between 90 and 100 um
- Psw: 50.2 uW
- Most common cell in the netlist: ha_1
- DRT Pass-1 Iters: 4
- Fmax: 110 MHz
- Gr usage total: 0.120
- GPL Wtd Cong: ~0.9
- DR vias/cell: 5.11
- Largest stage delay on the critical path: 0.49 ns
- Flop area: 0 um^2
- Grt ovf: 0
- Clock power frac: 0
- Antenna diodes: 0
- Post-synth cell types: 53
- Net Sw Frac: 0.405
- Cell family with most CP delay: buffers and inverters
- Avg WL per Cell: approximately 14 um
- Stage-log warning count: 36
- Final count of hold timing violations: 0
- PortBufs: 90
- Die Area: 0.00884 mm^2
- Total negative slack: 0 ns
- Setup bufs post-CTS: 0
- CP required: 12.00 ns
- Min-delay worst type: primary input to output port
- Hpwl dp: 4870 um
- Synth warnings: 0
- DRC errors left: 0
- CP max-delay cell: clkdlybuf4s50_1
- Max-area cell share: 0.205
- RSZ-0062 raised after global routing: false
- Crit path DAT: 6.07 ns
- Iter 0 DRT Violations: 110
- Post-synth seq share: 0
- Met2 usage in global routing: 0.195
- Via count: roughly 2000
- Internal power: 73.8 uW
- Non-filler cells, final: just under 400
- Num sequential: 0
[path summary, 6_finish.rpt]
check,slack [ns],to,cells after the start,from
worst min-delay path,7.03,Branch_PC[2],3,imm[0]
worst max-delay path,5.93,Branch_PC[28],12,EX_PCjia4[0]
[cell type report]
cell class	count	area, um^2
fillers	533	2520
inverters	12	45.0
multi-input cells	213	1650
well taps	70	87.6
repair buffers	90	901
[worst min-delay path: stages]
cell and delay [ns]:
clkdlybuf4s50_1 0.45, ha_1 0.11, clkdlybuf4s50_1 0.46
[power by group through the flow]
stage	logic, uW	registers [uW]	clock network [uW]
after CTS	126	0	0
after global routing	138	0	0
final	124	0	0
[cell families (layout without fill, tap and decap cells)]
logic type,after synthesis,in the layout,share of synthesized area
and+or+nand+nor,65,65,0.181
buffers and inverters,26,102,0.0701
xor gates and xnor gates,27,27,0.134
other,1,2,0.00212
adders and majority gates,30,30,0.217
AOI/OAI and AO/OA,89,89,0.396
[layout by cell type (no fill, tap or decap), types with 2 or more instances in the layout]
cell type,count
nand3_1,7
a31oi_1,4
a21oi_1,23
nand4_1,6
nand2_1,19
a21o_1,15
nor2_1,15
nor2b_1,3
o21ai_0,10
nor3_1,6
a21oi_2,2
xor2_1,8
a311oi_1,2
conb_1,2
o21a_1,3
xnor2_1,19
o21bai_1,4
o21ai_1,4
inv_1,12
clkdlybuf4s50_1,90
nand2b_1,2
o21ai_2,2
o311ai_4,2
ha_1,29
[routing by layer]
layer / part of all wire / vias up
li1: - / 1038
met1: 0.49 / 872
met2: 0.44 / 56
met3: 0.072 / 2
met4: 0.0053 / 0
met5: 0 / -
[through the flow]
stage	hold slack, ns	setup WS (ns)	area, um^2	util
finish	7.03	5.93	2680	0.515
global route	7.08	5.70	2680	0.515
CTS	7.04	5.89	2680	0.515
detailed placement	7.04	5.90	2680	0.515
global placement	7.03	5.91	2680	0.515
floorplan	6.07	7.21	1770	-
Power figures rest on the tool's default switching activity, not on a simulated workload.
