$ cat /design/flow/design.v
module Control(OpCode, Funct,
	PCSrc, Branch, RegWrite, RegDst, 
	MemRead, MemWrite, MemtoReg, 
	ALUSrc1, ALUSrc2, ExtOp, LuOp);
	input [5:0] OpCode;
	input [5:0] Funct;
	output [1:0] PCSrc;
	output Branch;
	output RegWrite;
	output [1:0] RegDst;
	output MemRead;
	output MemWrite;
	output [1:0] MemtoReg;
	output ALUSrc1;
	output ALUSrc2;
	output ExtOp;
	output LuOp;
	reg [1:0] PCSrc;
    reg Branch;
    reg RegWrite;
    reg [1:0] RegDst;
    reg MemRead;
    reg MemWrite;
    reg [1:0] MemtoReg;
    reg ALUSrc1;
    reg ALUSrc2;
    reg ExtOp;
    reg LuOp;	
always @(*) begin
	PCSrc=2'b00;
	Branch=1'b0;
	RegWrite=1'b1;
	RegDst=2'b0;
	MemRead=1'b0;
	MemWrite=1'b0;
	MemtoReg=2'b00;
	ALUSrc1=1'b0;
	ALUSrc2=1'b0;
	ExtOp=1'b1;
	LuOp=1'b0;
	if(OpCode==6'h04) 
	begin
		PCSrc[0]=1;
		Branch=1;
	end
	if(OpCode==6'h02||OpCode==6'h03)
	begin
		PCSrc=2'b10;
	end
	if((OpCode==6'h0&&Funct==6'h08)||(OpCode==6'h0&&Funct==6'h09))
	begin
		PCSrc=2'b11;
	end
	if(OpCode==6'h2b||OpCode==6'h02||OpCode==6'h04||(OpCode==6'h0&&Funct==6'h08))
	begin
		RegWrite=1'b0;
	end
	if(OpCode==6'h23||OpCode==6'h2b||OpCode==6'h0f||OpCode==6'h08||OpCode==6'h09||OpCode==6'h0c||
	OpCode==6'h0a||OpCode==6'h0b)
	begin
		RegDst=2'b01; 
		ALUSrc2=1'b1;
	end
	if(OpCode==6'h03||(OpCode==6'h0&&Funct==6'h09))
	begin
		RegDst=2'b10; 
		MemtoReg=2'b10; 
	end
	if(OpCode==6'h23)
	begin
		MemRead=1'b1;
		MemtoReg=2'b01;
	end
	if(OpCode==6'h2b)
	begin
		MemWrite=1'b1;
	end
	if(OpCode==6'h0&&(Funct==6'h0||Funct==6'h02||Funct==6'h03))
	begin
		ALUSrc1=1'b1;
	end
	if(OpCode==6'h0c)
	begin
		ExtOp=1'b0;
	end
	if(OpCode==6'h0f)
	begin
		LuOp=1'b1;
	end
end
endmodule
$ cat /design/flow/run.sh
#!/bin/bash
# OpenROAD 26Q1-2900-gdf79404cd8, Yosys 0.63+post, stock flow scripts
make -C /OpenROAD-flow-scripts/flow DESIGN_CONFIG=/design/flow/config.mk WORK_HOME=/design/flow/orfs finish
$ cat /design/flow/config.mk
export PLATFORM = sky130hd
export DESIGN_NAME = Control
export DESIGN_NICKNAME = Control
export VERILOG_FILES = /design/flow/design.v
export SDC_FILE = /design/flow/constraint.sdc
export NUM_CORES = 4
export LEC_CHECK = 1
export CORE_AREA = 10 10 70 70
export DIE_AREA = 0 0 80 80
$ cat /design/flow/constraint.sdc
current_design Control

set clk_period 2.3
set clk_io_pct 0.2

create_clock -name clk0 -period $clk_period

set non_clock_inputs [all_inputs -no_clocks]
set_input_delay [expr $clk_period * $clk_io_pct] -clock clk0 $non_clock_inputs
set_output_delay [expr $clk_period * $clk_io_pct] -clock clk0 [all_outputs]
==> run summary <==
impl run done, here's what came out: status completed, critical path, cell by cell clkdlybuf4s50_1, nor3_2, nand4_1, buf_4, o31a_1, buf_2, static leakage 0.270 nW, Comb pwr share 1.000, Setup Viol. Count Final 0, Routed WL 1330 um, Worst Setup SP Funct[4], flop count 0, Final Util 0.188, chip width 80 um, Cell Type Count 19, Final Hold Viols 0, Flop area 0 um^2, Core Box Area 3420 um^2, via count of the first global-routing pass 438, Largest cells by area a2111oi_0 (13%), nor3_1 (9.7%), nand2_1 (9.1%), unrepaired setup endpoints after global routing false, Hold Path Class in2out, Mean Syn Cell Area 5.90 um^2, initial antenna violation count 0, Mapped Area 206 um^2, achievable clock frequency 0.448 GHz, CP max FO 3, Synth Seq Share 0, grt met1 use 0.0521, Psw 30.7 uW, Switching Share 0.437, max cap viols 0, Tool Warnings 32, Mapped Cells 35, # DRC 0, Worst setup SP type primary input, CLK BUF 0, Worst EP arrival 1.77 ns, internal power contribution 39.5 uW, iteration-0 DRC count of the detailed router 32, Final Max Slew Viols 0, YS chip area 206 um^2, antenna diode count 0, transition time of the tightest slew-check pin 0.378 ns, ys cells 35, Hold WS 1.38 ns, GR Layer Usage met3 0.0239, CTS Hold Bufs 0, clock share of power 0, slowest stage cell, crit path clkdlybuf4s50_1, # IOs 26, DR vias 440, Init Core Util 0.0604, layout cells sized above 1 0.387, Reg power frac 0, DR pass1 iterations 4, met2 Use GR 0.0546, worst setup path end RegWrite, Tmin final 2.23 ns, total congestion overflow 0, Yosys warnings 1, layer with the highest usage met2, Peak VDD IR 0.0345 mV, Final HPWL DP 1090 um, pwr dens 110 nW/um^2, PortBufs 26, largest net degree at the start of global routing 8, vias per inst 3.64, Die Y 80 um, Required @ worst endpoint 1.84 ns, # rows 21, slowest stage delay, CP 0.42 ns, drt wl/cell 11.0 um, remaining antenna violation count 0, Setup crit end kind primary output, P&R area growth vs syn 210%, GPL Wtd Cong 0.842, top cells by count nand2_1 (5), nor3_1 (4), Tcrit/Tclk final 0.971, die area 6400 um^2, most common cell in the synthesized netlist nand2_1, global-route wire length before repair 2040 um, cell type with the largest total area a2111oi_0, Area leader share 0.127, GRT Overall Usage 0.0388, slew margin rel. 0.745, WS Path Type in2out
[power by group through the flow]
stage / Combinational, mW / Sequential (mW) / Clock, mW
final: 0.0702 / 0 / 0
after CTS: 0.0699 / 0 / 0
after global routing: 0.0767 / 0 / 0
[cell families after synthesis]
group	synth area share
compound gates	0.358
xor+xnor	0.0424
buf+inv	0.0909
simple gates	0.509
[metrics by stage]
stage                     worst slack (ns)  cell area, um^2  TNS (ns)  power, mW  cells
after global placement              -0.414              599     -3.50     0.0677    117
final                               0.0665              641         0     0.0702    121
after global routing              0.000470              641         0     0.0767    121
after detailed placement            -0.432              599     -3.59     0.0685    117
after floorplan                      0.639              206         0     0.0155     35
after CTS                           0.0213              636         0     0.0699    121
[how the worst min path moves through the flow]
| stage | from | endpoint | cells after the start |
|---|---|---|---|
| CTS | OpCode[5] | RegDst[0] | 3 |
| finish | OpCode[1] | PCSrc[1] | 4 |
| global route | OpCode[1] | PCSrc[1] | 4 |
[layout by cell type (no fill, tap or decap), types with 2 or more instances in the layout]
master / n
nand4_1: 2
dlymetal6s2s_1: 2
clkbuf_2: 2
dlygate4sd2_1: 7
clkdlybuf4s50_1: 10
clkdlybuf4s15_1: 2
a2111oi_2: 2
buf_2: 2
nor2_2: 3
nand2_1: 5
nor3_2: 3
o22ai_1: 3
buf_4: 15
inv_1: 3
[worst max-delay path, delay by kind of cell]
family                 cells  cell delay (ns)
buffers and inverters      3             0.72
AND/OR/NAND/NOR            2             0.32
AND-OR/OR-AND              1             0.28
[layer usage]
metal	vias to the layer above	part of all wire	routed length, um
li1	220	-	-
met1	197	0.44	582
met2	23	0.35	468
met3	0	0.21	276
met4	0	0	0
met5	-	0	0
[layout make-up]
| class | instances | area (um^2) |
|---|---|---|
| Fill cell | 389 | 2780 |
| Timing Repair Buffer | 41 | 350 |
| Multi-Input combinational cell | 31 | 221 |
| Tap cell | 46 | 57.6 |
| Inverter | 3 | 11.3 |
[what timing repair did]
action / 4_1_cts / 5_1_grt
pin swaps: 7 / 2
buffers inserted: 4 / 0
gates resized: 29 / 9
setup endpoints to repair: 14 / 8
Power and IR drop assume default switching activity.
